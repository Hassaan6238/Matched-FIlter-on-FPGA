## ./run.sh

```bash
#!/bin/bash
# OpenROAD 26Q1-2900-gdf79404cd8, Yosys 0.63+post, stock flow scripts
make -C /OpenROAD-flow-scripts/flow DESIGN_CONFIG=/design/flow/config.mk WORK_HOME=/design/flow/orfs finish
```

## ./config.mk

```make
export PLATFORM = sky130hd
export DESIGN_NAME = rom_chirp_imag_ref
export DESIGN_NICKNAME = rom_chirp_imag_ref
export VERILOG_FILES = /design/flow/design.v
export SDC_FILE = /design/flow/constraint.sdc
export NUM_CORES = 4
export LEC_CHECK = 1
export CORE_UTILIZATION = 30
```

## ./design.v

```verilog
module rom_chirp_imag_ref (
    input clk,
    input rst,
    input en,
    input[31:0] address,
    output reg [15:0] out_data
);
parameter order = 60;
reg[15:0] data[order:0];
integer i;
initial 
begin
    data[0] = 16'b0000000000000000;
    data[1] = 16'b0000001000111100;
    data[2] = 16'b0000100011101110;
    data[3] = 16'b0001010000000110;
    data[4] = 16'b0010001101001000;
    data[5] = 16'b0011011000011000;
    data[6] = 16'b0100101100111101;
    data[7] = 16'b0110000010011010;
    data[8] = 16'b0111001100001100;
    data[9] = 16'b0111111001101101;
    data[10] = 16'b0111111000001110;
    data[11] = 16'b0110110110111000;
    data[12] = 16'b0100101100111101;
    data[13] = 16'b0001100001101100;
    data[14] = 16'b1101110010111000;
    data[15] = 16'b1010010101111110;
    data[16] = 16'b1000001111001101;
    data[17] = 16'b1000011011111001;
    data[18] = 16'b1011010011000011;
    data[19] = 16'b0000001000111100;
    data[20] = 16'b0101001001000111;
    data[21] = 16'b0111111001101101;
    data[22] = 16'b0110101000011110;
    data[23] = 16'b0001100001101100;
    data[24] = 16'b1011010011000011;
    data[25] = 16'b1000000001111101;
    data[26] = 16'b1010011100010101;
    data[27] = 16'b0001010000000110;
    data[28] = 16'b0111001100001100;
    data[29] = 16'b0110110110111000;
    data[30] = 16'b0000000000000000;
    data[31] = 16'b1001000000001100;
    data[32] = 16'b1001010111100010;
    data[33] = 16'b0001010000000110;
    data[34] = 16'b0111110000110011;
    data[35] = 16'b0100100101101011;
    data[36] = 16'b1011010011000011;
    data[37] = 16'b1000011011111001;
    data[38] = 16'b0000100011101110;
    data[39] = 16'b0111111001101101;
    data[40] = 16'b0010101111000111;
    data[41] = 16'b1001000000001100;
    data[42] = 16'b1011010011000011;
    data[43] = 16'b0110000010011010;
    data[44] = 16'b0101100011101011;
    data[45] = 16'b1010010101111110;
    data[46] = 16'b1010011100010101;
    data[47] = 16'b0110000010011010;
    data[48] = 16'b0100101100111101;
    data[49] = 16'b1001000000001100;
    data[50] = 16'b1101010000111001;
    data[51] = 16'b0111111001101101;
    data[52] = 16'b1111011100010010;
    data[53] = 16'b1000011011111001;
    data[54] = 16'b0100101100111101;
    data[55] = 16'b0100100101101011;
    data[56] = 16'b1000001111001101;
    data[57] = 16'b0001010000000110;
    data[58] = 16'b0110101000011110;
    data[59] = 16'b1001000000001100;
	 data[60] = 16'b0000000000000000;
end
always@(posedge clk,negedge rst)
begin
    if(!rst)
    out_data<=0;
    else if(en)
    case (address)
        0:out_data<=data[0]; 
        1:out_data<=data[1]; 
        2:out_data<=data[2]; 
        3:out_data<=data[3]; 
        4:out_data<=data[4]; 
        5:out_data<=data[5]; 
        6:out_data<=data[6]; 
        7:out_data<=data[7]; 
        8:out_data<=data[8]; 
        9:out_data<=data[9]; 
		  10:out_data<=data[10]; 
        11:out_data<=data[11]; 
        12:out_data<=data[12]; 
        13:out_data<=data[13]; 
        14:out_data<=data[14]; 
        15:out_data<=data[15]; 
        16:out_data<=data[16]; 
        17:out_data<=data[17]; 
        18:out_data<=data[18]; 
        19:out_data<=data[19]; 
		  20:out_data<=data[20]; 
        21:out_data<=data[21]; 
        22:out_data<=data[22]; 
        23:out_data<=data[23]; 
        24:out_data<=data[24]; 
        25:out_data<=data[25]; 
        26:out_data<=data[26]; 
        27:out_data<=data[27]; 
        28:out_data<=data[28]; 
        29:out_data<=data[29]; 
		  30:out_data<=data[30]; 
        31:out_data<=data[31]; 
        32:out_data<=data[32]; 
        33:out_data<=data[33]; 
        34:out_data<=data[34]; 
        35:out_data<=data[35]; 
        36:out_data<=data[36]; 
        37:out_data<=data[37]; 
        38:out_data<=data[38]; 
        39:out_data<=data[39]; 
		  40:out_data<=data[40]; 
        41:out_data<=data[41]; 
        42:out_data<=data[42]; 
        43:out_data<=data[43]; 
        44:out_data<=data[44]; 
        45:out_data<=data[45]; 
        46:out_data<=data[46]; 
        47:out_data<=data[47]; 
        48:out_data<=data[48]; 
        49:out_data<=data[49]; 
		  50:out_data<=data[50]; 
        51:out_data<=data[51]; 
        52:out_data<=data[52]; 
        53:out_data<=data[53]; 
        54:out_data<=data[54]; 
        55:out_data<=data[55]; 
        56:out_data<=data[56]; 
        57:out_data<=data[57]; 
        58:out_data<=data[58]; 
        59:out_data<=data[59];
		  60:out_data<=data[60];
        default:out_data<=0; 
    endcase
    else 
    out_data<=16'bz;
end
endmodule
```

## ./constraint.sdc

```tcl
current_design rom_chirp_imag_ref

set clk_period 1.0
set clk_io_pct 0.2

create_clock -name clk0 -period $clk_period [get_ports {clk}]

set non_clock_inputs [all_inputs -no_clocks]
set_input_delay [expr $clk_period * $clk_io_pct] -clock clk0 $non_clock_inputs
set_output_delay [expr $clk_period * $clk_io_pct] -clock clk0 [all_outputs]
```

==> out/results.ini <==
[outcome]
outcome=complete, but fails checks
failed_checks=setup timing

[setup_path]
worst-setup-path-type=in -> reg
critical_path.startpoint=address[1]
crit_required_ns=1.16
critPathMostFrequentCell=buf_6
slowest_stage=or4_4
path_cells=buf_6, buf_6, buf_6, or2_4, or4_4, nand3_4, or2_4, buf_4, nor4_4, o21ai_1
worst_setup_path_end_kind=register
arrival_ns=1.91
crit_path_max_fanout=5
critical_path.startpoint_type=input port
maximum_single_stage_delay_on_the_critical_path_ns=0.53
critPathCapture=out_data[10]

[clocking]
clock_tree_from_tritoncts=done
cts_buffer_depth=2
cts_inserted_buffers=3
clock_sinks=16
clk_root_buffer_cell=clkbuf_8
number_of_buffers_inserted_for_hold_repair_after_clock_tree_synthesis=0
htreeDepth=1
clk_transition_reported_paths_ns=0.06

[final_layout]
top_layout_cell=buf_4
largest_registers=out_data (16)
post_layout_nonfiller_instances=499
final_layout_size_suffix_gt1_frac=0.583
final_layout_top_logic_cells=buf_4, clkdlybuf4s50_1, buf_6
largest_register=out_data
stdcell_area_um2=4210
utilization=0.703
largest_register_ffs=16
flow.area_growth_from_synthesis_pct=124

[die]
die_area_um2=6580
design.core.area_um2=5990
die_span_x_um=81.1
rows=28
initCoreUtil=0.313
pin_count=51
die_h_um=81.1

[route]
detailedRoute.firstPassIterationCount=4
antenna_left=0
wl_per_cell_um=18.6
drt_iter0_markers=187
detailroute.via_count=2839
detail_route.drc_violations=0
avgViaCountPerCell=5.69
detail_route.wirelength_um=9280
num_antenna_cells=0

[placement]
post-place-cells=462
dpl-instance-area_um2=3220
io_buffers=49
globalplace.congestion=0.983
place_hpwl_um=6240

[power]
power.density_nw_per_um2=569
vdd.ir_drop.worst_uv=1060
totalPowerFinal_w=0.00239
total_leakage_power_nw=1.82

[global_routing]
via_count_of_the_first_global_routing_pass=2616
grt.total_usage=0.274
grt_first_pass_wirelength_um=13400
grtUsageMet3=0.0422
number_of_antenna_violations_at_the_first_check_in_global_routing=0
groute.layer.met2.usage=0.430
global_route_overflow=0
grt_start_max_net_pins=17
gr-max-usage-layer=met2
grtUsageMet1=0.387

[timing]
relative_slew_slack=0.722
finalWorstPathRequiredPeriod_ns=1.75
max_clock_freq_mhz=573
report.final.hold_viol_count=0
worst-slew-pin-transition_ns=0.413
finalHoldWorstSlack_ns=0.272
slew_violations=0
worst_slack_ns=-0.745
report.final.setup_viol=16
finalCritPeriodShare=1.75
rsz_0062_raised_after_global_routing=yes

[flow_run]
max-cap-violations=0
openroad_warning_count=29

[synth]
edf_count=0
ys_seq_elements=16
syn_avg_cell_area_um2=7.30
post_synth_num_cell_types=58
yosysCellCount=257
postSynth.asyncResetShare=1.00
ys_seq_frac=0.213
ff_type=dfrtp_1
ys.warnings.count=2
netlist_area_um2=1880
yosys.stat.chipArea_um2=1880
synthesis.instances=257

[min_path]
holdCritPathClass=in -> async

-- final cells by class --
class,count,area [um2]
timing repair buffer,187,1670
clock buffer,4,55.1
tap,75,93.8
inverter,5,18.8
multi-input combinational,212,1970
fill,378,1780
sequential,16,400
-- metal layers --
metal / up-vias / wire length (um) / share of wire
met3: 34 / 539 / 0.058
met1: 1338 / 4160 / 0.45
li1: 1315 / - / -
met5: - / 0 / 0
met2: 152 / 4200 / 0.45
met4: 0 / 383 / 0.041
-- synth_stat cells (3+ instances only) --
cell type / n / area share
nand2_1: 15 / 0.030
dfrtp_1: 16 / 0.21
or3_1: 3 / 0.010
a41oi_1: 3 / 0.014
nor2b_1: 13 / 0.043
a211oi_1: 4 / 0.016
a21oi_1: 15 / 0.040
nor3b_1: 4 / 0.016
nor3_1: 16 / 0.043
a32o_1: 3 / 0.016
o22ai_1: 3 / 0.010
o21ai_0: 7 / 0.019
buf_2: 17 / 0.045
nor4b_1: 5 / 0.023
xnor2_1: 4 / 0.019
nor4_1: 17 / 0.057
nand2b_1: 8 / 0.027
inv_1: 5 / 0.010
nand3_1: 18 / 0.048
or2_2: 4 / 0.013
a31oi_1: 4 / 0.013
and3b_1: 3 / 0.014
nor2_1: 21 / 0.042
-- cells by family (layout without fill, tap and decap cells) --
| group | count (synthesis) | after routing | share of synthesized area |
|---|---|---|---|
| mux | 2 | 2 | 0.0107 |
| xor+xnor | 5 | 5 | 0.0233 |
| flops | 16 | 16 | 0.213 |
| compound gates | 63 | 63 | 0.236 |
| simple gates | 142 | 142 | 0.439 |
| buf+inv | 29 | 196 | 0.0780 |
-- metrics by stage --
| stage | TNS [ns] | worst slack [ns] |
|---|---|---|
| finish | -10.67 | -0.745 |
| global route | -11.40 | -0.812 |
| CTS | -10.52 | -0.723 |
| detailed placement | -21.67 | -1.43 |
| global placement | -21.62 | -1.41 |
| floorplan | -9.58 | -0.683 |
-- timing repair --
item                                    CTS  global route
buffers inserted                         17            16
hold endpoints to repair                  0             0
cloned                                    2             1
pin swaps                                43            43
endpoints found under the setup margin   32            27
resized                                 155            71
-- worst max-delay path, delay by kind of cell --
kind	cells	cell delay, ns
AND-OR/OR-AND	1	0.14
buffers and inverters	4	0.47
AND/OR/NAND/NOR	5	1.11
-- report_power, final --
part	internal (W)	total, W	switching (W)
clock network	0.000349	0.000545	0.000196
registers	0.000648	0.000648	0.00000000000325
logic	0.000649	0.00120	0.000552
-- worst min-delay path by stage --
| stage | from | endpoint | slack [ns] | cells after the start |
|---|---|---|---|---|
| 4_1_cts | rst | out_data[12] | 0.28 | 2 |
| 5_1_grt | rst | out_data[2] | 0.29 | 2 |
| 6_report | rst | out_data[12] | 0.27 | 2 |
