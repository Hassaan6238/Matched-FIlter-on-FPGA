File: flow/run.sh
#!/bin/bash
# OpenROAD 26Q1-2900-gdf79404cd8, Yosys 0.63+post, stock flow scripts
make -C /OpenROAD-flow-scripts/flow DESIGN_CONFIG=/design/flow/config.mk WORK_HOME=/design/flow/orfs finish
File: flow/config.mk
export PLATFORM = sky130hd
export DESIGN_NAME = rom_chirp_real_ref
export DESIGN_NICKNAME = rom_chirp_real_ref
export VERILOG_FILES = /design/flow/design.v
export SDC_FILE = /design/flow/constraint.sdc
export NUM_CORES = 4
export LEC_CHECK = 1
export CORE_UTILIZATION = 30
File: flow/constraint.sdc
current_design rom_chirp_real_ref

set clk_period 1.0
set clk_io_pct 0.2

create_clock -name clk0 -period $clk_period [get_ports {clk}]

set non_clock_inputs [all_inputs -no_clocks]
set_input_delay [expr $clk_period * $clk_io_pct] -clock clk0 $non_clock_inputs
set_output_delay [expr $clk_period * $clk_io_pct] -clock clk0 [all_outputs]
File: flow/design.v
module rom_chirp_real_ref (
    input clk,
    input rst,
    input en,
    input[31:0] address,
    output reg [15:0] out_data
);
parameter order = 60;
reg[15:0] data[order:0];
integer i;
initial 
begin
    data[0] =16'b0111111111111111;
    data[1] =16'b0111111111111011;
    data[2] =16'b0111111110110000;
    data[3] =16'b0111111001101101;
    data[4] =16'b0111101100001011;
    data[5] =16'b0111010000000010;
    data[6] =16'b0110011110001110;
    data[7] =16'b0101001111111010;
    data[8] =16'b0011100000011101;
    data[9] =16'b0001010000000110;
    data[10] =16'b1110100111000110;
    data[11] =16'b1011111000010011;
    data[12] =16'b1001100001110010;
    data[13] =16'b1000001001011010;
    data[14] =16'b1000010011110101;
    data[15] =16'b1010010101111110;
    data[16] =16'b1110000100001001;
    data[17] =16'b0010100110101100;
    data[18] =16'b0110011110001110;
    data[19] =16'b0111111111111011;
    data[20] =16'b0110001000001110;
    data[21] =16'b0001010000000110;
    data[22] =16'b1011100001101100;
    data[23] =16'b1000001001011010;
    data[24] =16'b1001100001110010;
    data[25] =16'b1111010011011000;
    data[26] =16'b0101110000010011;
    data[27] =16'b0111111001101101;
    data[28] =16'b0011100000011101;
    data[29] =16'b1011111000010011;
    data[30] =16'b1000000000000000;
    data[31] =16'b1100000111110010;
    data[32] =16'b0100011110010100;
    data[33] =16'b0111111001101101;
    data[34] =16'b0001111011110111;
    data[35] =16'b1001011100100110;
    data[36] =16'b1001100001110010;
    data[37] =16'b0010100110101100;
    data[38] =16'b0111111110110000;
    data[39] =16'b0001010000000110;
    data[40] =16'b1000011110111000;
    data[41] =16'b1100000111110010;
    data[42] =16'b0110011110001110;
    data[43] =16'b0101001111111010;
    data[44] =16'b1010001111101101;
    data[45] =16'b1010010101111110;
    data[46] =16'b0101110000010011;
    data[47] =16'b0101001111111010;
    data[48] =16'b1001100001110010;
    data[49] =16'b1100000111110010;
    data[50] =16'b0111100001001000;
    data[51] =16'b0001010000000110;
    data[52] =16'b1000000001010000;
    data[53] =16'b0010100110101100;
    data[54] =16'b0110011110001110;
    data[55] =16'b1001011100100110;
    data[56] =16'b1110000100001001;
    data[57] =16'b0111111001101101;
    data[58] =16'b1011100001101100;
    data[59] =16'b1100000111110010;
	 data[60] =16'b0000000000000000;
end
always@(posedge clk,negedge rst)
begin
    if(!rst)
    out_data<=0;
    else if(en)
    case (address)
        0:out_data<=data[0]; 
        1:out_data<=data[1]; 
        2:out_data<=data[2]; 
        3:out_data<=data[3]; 
        4:out_data<=data[4]; 
        5:out_data<=data[5]; 
        6:out_data<=data[6]; 
        7:out_data<=data[7]; 
        8:out_data<=data[8]; 
        9:out_data<=data[9]; 
		  10:out_data<=data[10]; 
        11:out_data<=data[11]; 
        12:out_data<=data[12]; 
        13:out_data<=data[13]; 
        14:out_data<=data[14]; 
        15:out_data<=data[15]; 
        16:out_data<=data[16]; 
        17:out_data<=data[17]; 
        18:out_data<=data[18]; 
        19:out_data<=data[19]; 
		  20:out_data<=data[20]; 
        21:out_data<=data[21]; 
        22:out_data<=data[22]; 
        23:out_data<=data[23]; 
        24:out_data<=data[24]; 
        25:out_data<=data[25]; 
        26:out_data<=data[26]; 
        27:out_data<=data[27]; 
        28:out_data<=data[28]; 
        29:out_data<=data[29]; 
		  30:out_data<=data[30]; 
        31:out_data<=data[31]; 
        32:out_data<=data[32]; 
        33:out_data<=data[33]; 
        34:out_data<=data[34]; 
        35:out_data<=data[35]; 
        36:out_data<=data[36]; 
        37:out_data<=data[37]; 
        38:out_data<=data[38]; 
        39:out_data<=data[39]; 
		  40:out_data<=data[40]; 
        41:out_data<=data[41]; 
        42:out_data<=data[42]; 
        43:out_data<=data[43]; 
        44:out_data<=data[44]; 
        45:out_data<=data[45]; 
        46:out_data<=data[46]; 
        47:out_data<=data[47]; 
        48:out_data<=data[48]; 
        49:out_data<=data[49]; 
		  50:out_data<=data[50]; 
        51:out_data<=data[51]; 
        52:out_data<=data[52]; 
        53:out_data<=data[53]; 
        54:out_data<=data[54]; 
        55:out_data<=data[55]; 
        56:out_data<=data[56]; 
        57:out_data<=data[57]; 
        58:out_data<=data[58]; 
        59:out_data<=data[59];
		  60:out_data<=data[60];
        default:out_data<=0; 
    endcase
    else 
    out_data<=16'bz;
end
endmodule
==> flow_summary.json <==
{
  "fp-utilization": 0.317,
  "tritoncts": "done",
  "warnings": 29,
  "firstDrtPassIters": 4,
  "ys_chip_area_um2": 1920,
  "grt_pass1_vias": 2553,
  "final_cells": 473,
  "portBuffers": 49,
  "synth_warnings": 2,
  "antenna_found_initial": 0,
  "slew_violations": 0,
  "place_area_um2": 3250,
  "regMostFlops": "out_data",
  "drt-total-wl_um": 8570,
  "arrival_ns": 1.72,
  "worstPathMaxFanout": 5,
  "layout_min_cycle_time_ns": 1.57,
  "layout_top_cell": "buf_4",
  "yosys.area.top_type_share": 0.208,
  "h-tree-depth": 1,
  "start_kind": "primary input",
  "reg_top3": "out_data x16",
  "cp_slowest_cell": "o31ai_2",
  "synthArstFlopShare": 1.00,
  "cts.reportedPaths.clkPinSlew_ns": 0.05,
  "top_level_ports": 51,
  "ys.flop_type": "dfrtp_1",
  "stdcell_area_um2": 4080,
  "clock_tree.root_cell": "clkbuf_8",
  "wl_per_cell_um": 18.1,
  "startpoint": "address[2]",
  "gr-usage-all-layers": 0.258,
  "utilization": 0.673,
  "crit_chain": "buf_8 > buf_6 > nand2b_1 > buf_4 > mux2_2 > o31ai_2 > nor2_1 > a41oi_1",
  "cts.hold.buffers_added": 0,
  "clock_sinks": 16,
  "synth_cells": 249,
  "final_layout_size_suffix_gt1_frac": 0.623,
  "grt_pass1_wl_um": 13000,
  "setup_ws_ns": -0.573,
  "synth-edff-count": 0,
  "finalSetupViolations": 16,
  "path_class": "in -> reg",
  "yosys_cells": 249,
  "hold_class": "in -> async",
  "viasPerCell": 5.63,
  "drc_errors": 0,
  "seq_area_frac_synth": 0.208,
  "core_area_um2": 6060,
  "ir_worst_vdd_mv": 0.760,
  "p_leak_nw": 1.70,
  "post-place-ws_ns": -1.23,
  "synth.area.top_cells": "dfrtp_1 (21%), nand2b_1 (3.9%), nor2_1 (3.9%)",
  "grt_max_degree": 19,
  "dp_hpwl_um": 6130,
  "vias": 2662,
  "overflow": 0,
  "largest_reg_flops": 16,
  "ys_types": 65,
  "fp.dieW_um": 82.0,
  "violations": "setup timing",
  "cts_buffer_depth": 2,
  "drv_cap": 0,
  "finalClockPeriodUsage": 1.57,
  "numSynthFlops": 16,
  "endpoint_kind": "flip-flop",
  "crit_path_max_incr_delay_ns": 0.29,
  "rsz0062_at_grt": "yes",
  "setup_tns_ns": -7.64,
  "fmax_ghz": 0.636,
  "place.gp.congestion": 0.973,
  "status": "finished, violations left",
  "max_slew.worst_pin.slew_ns": 0.385,
  "syn2layout_area_growth_pct": 112,
  "rows": 28,
  "power_density_nw_per_um2": 547,
  "most-common-layout-cells": "buf_4 (96), dlygate4sd2_1 (20), buf_6 (18)",
  "die_height_um": 82.0,
  "slew_headroom": 0.743,
  "syn_area_um2": 1920,
  "cts_buffers": 3,
  "dp_cells": 438,
  "ant_nets": 0,
  "diodes": 0,
  "report.final.hold_viol_count": 0,
  "syn_area_per_cell_um2": 7.72,
  "drt_iter0_markers": 176,
  "cp.required_ns": 1.15,
  "yosysTopAreaCell": "dfrtp_1",
  "die-area_um2": 6730,
  "nFillCells": 458
}
[cells in the mapped netlist, drive strengths merged (3+ instances only)]
cell / number
a211o: 3
a211oi: 7
a21oi: 7
a31oi: 11
a41oi: 3
and2: 6
and3: 3
buf: 18
clkbuf: 3
dfrtp: 16
inv: 3
mux2i: 3
nand2: 17
nand2b: 12
nand3: 6
nand3b: 3
nand4: 8
nor2: 20
nor2b: 7
nor3: 9
nor3b: 3
nor4: 13
o211ai: 3
o21ai: 11
o31ai: 7
or2: 5
or3: 3
or3b: 4
xnor2: 5
xor2: 3
[worst paths after layout]
check	to	slack [ns]	depth (start not counted)
worst max-delay path	out_data[8]$_DFF_PN0_	-0.57	8
worst min-delay path	out_data[12]$_DFF_PN0_	0.27	2
max in group asynchronous	out_data[4]$_DFF_PN0_	0.56	2
min in group clk0	out_data[10]$_DFF_PN0_	0.56	5
[through the flow]
stage,power (mW),hold slack [ns]
final,2.23,0.269
after global routing,2.34,0.290
after CTS,2.11,0.274
after detailed placement,1.50,0.530
after global placement,1.50,0.530
after floorplan,1.08,-0.0956
[kinds of logic (layout without fill, tap and decap cells)]
kind of cell / after synthesis / count (layout) / share of synthesized area
and+or+nand+nor: 127 / 128 / 0.386
muxes: 4 / 4 / 0.0215
xor gates and xnor gates: 8 / 8 / 0.0365
buffers and inverters: 24 / 172 / 0.0729
AOI/OAI and AO/OA: 70 / 70 / 0.275
DFF: 16 / 16 / 0.208
[critical path, delay by kind of cell]
| family | cells | cell delay (ns) |
|---|---|---|
| mux | 1 | 0.27 |
| compound gates | 2 | 0.50 |
| buf+inv | 3 | 0.44 |
| simple gates | 2 | 0.33 |
[layer usage]
metal	vias to the layer above	wire length [um]	share of wire	GRT usage
met5	-	0	0	0
met1	1275	3830	0.45	0.348
met4	0	308	0.036	0.104
li1	1258	-	-	-
met2	103	4020	0.47	0.415
met3	26	408	0.048	0.0338
[report_power, final]
group / leakage, nW / switching, mW / total [mW] / internal, mW
clock: 0.0216 / 0.178 / 0.443 / 0.266
combinational: 1.45 / 0.548 / 1.14 / 0.592
sequential: 0.224 / 0.00000000331 / 0.648 / 0.648
total: 1.70 / 0.726 / 2.23 / 1.51
[area by class of cell]
cell class	instances	area (um^2)	area share
Timing Repair Buffer	166	1450	0.356
Inverter	3	11.3	0.00276
Multi-Input combinational cell	210	2080	0.510
Clock buffer	3	41.3	0.0101
Tap cell	75	93.8	0.0230
Sequential cell	16	400	0.0981
[timing repair]
item / 4_1_cts / 5_1_grt
setup endpoints to repair: 32 / 28
setup buffers: 22 / 9
pin swaps: 49 / 24
resized: 177 / 57
cloned: 3 / 0
Power is estimated from default activity; no workload was simulated.
